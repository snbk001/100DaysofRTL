==> /design/flow/design.v <==
module seqmultiplier(
               i_a,
               i_b,
               clk,
               load,
               reset,
               out_valid,
               out_prod
               ); 
input logic [ 7:0] i_a;
input logic [ 7:0] i_b;
input logic clk;
input logic load;
input logic reset;
output logic out_valid;
output logic [15:0] out_prod;
logic [15:0] p1, p2, p3, p4, p5, p6, p7, p8;
logic [15:0] temp_prod;
assign temp_prod = {8'b0, i_b};
always_ff @ (posedge clk, posedge reset)
   begin
      if (reset)
         begin
            out_prod    <= 16'b0;
            out_valid   <= 1'b0;
         end
      else
         begin
            if (load)
               begin
                  if (i_a[0])
                     p1 <= temp_prod;
                  else
                     p1 <= 8'b0;
                  if (i_a[1])
                     p2 <= temp_prod << 1;
                  else
                     p2 <= 8'b0;
                  if (i_a[2])
                     p3 <= temp_prod << 2;
                  else
                     p3 <= 8'b0;
                  if (i_a[3])
                     p4 <= temp_prod << 3;
                  else
                     p4 <= 8'b0;
                  if (i_a[4])
                     p5 <= temp_prod << 4;
                  else
                     p5 <= 8'b0;
                  if (i_a[5])
                     p6 <= temp_prod << 5;
                  else
                     p6 <= 8'b0;
                  if (i_a[6])
                     p7 <= temp_prod << 6;
                  else
                     p7 <= 8'b0;
                  if (i_a[7])
                     p8 <= temp_prod << 7;
                  else
                     p8 <= 8'b0;
                  out_prod    <=  p1 + p2 + p3 + p4 + p5 + p6 + p7 + p8 ;
                  out_valid   <=  1'b1;
               end
         end
   end
endmodule
==> /design/flow/run.sh <==
#!/bin/bash
# OpenROAD 26Q1-2900-gdf79404cd8, Yosys 0.63+post, stock flow scripts
make -C /OpenROAD-flow-scripts/flow DESIGN_CONFIG=/design/flow/config.mk WORK_HOME=/design/flow/orfs finish
==> /design/flow/config.mk <==
export PLATFORM = sky130hd
export DESIGN_NAME = seqmultiplier
export DESIGN_NICKNAME = seqmultiplier
export VERILOG_FILES = /design/flow/design.v
export SDC_FILE = /design/flow/constraint.sdc
export NUM_CORES = 4
export LEC_CHECK = 1
export CORE_UTILIZATION = 50
==> /design/flow/constraint.sdc <==
current_design seqmultiplier

set clk_period 7.8
set clk_io_pct 0.2

create_clock -name clk0 -period $clk_period [get_ports {clk}]

set non_clock_inputs [all_inputs -no_clocks]
set_input_delay [expr $clk_period * $clk_io_pct] -clock clk0 $non_clock_inputs
set_output_delay [expr $clk_period * $clk_io_pct] -clock clk0 [all_outputs]
==> out/metrics.csv <==
metric,value,unit
crit_path_start_kind,register,
final_util,58.8,%
wl,7770,um
dpl_cell_area,0.00522,mm^2
grt_pass1_vias,2619,
postSynth.asyncResetShare,21.0,%
ctsResizeCount,0,
area_leaders,"edfxtp_1 41%, fa_1 16%, dfrtp_1 9.0%",
most_common_cell,inv_1,
synth.avg_cell_area,12.7,um^2
hold_buffers,0,
drv_cap,0,
finalWorstPathRequiredPeriod,4.04,ns
grt_pass1_wl,12800,um
dp_hpwl,5710,um
worstMarginPinSlew,0.752,ns
ys.flop_type,edfxtp_1,
gp_congestion,0.822,
peakVddDrop,0.133,mV
top_cells_by_count,"71 x inv_1, 64 x and2_1, 64 x edfxtp_1",
synth-area-yosys,0.00473,mm^2
syn_area,0.00473,mm^2
slew_headroom,49.8,%
synth_flops,81,
final_cells,530,
final_max_slew_viol_count,0,
cp.required,8.04,ns
rows,35,
htreeDepth,3,
final_area,0.00541,mm^2
yosys.area_share.xor_xnor,0.556,%
p_per_area,325,mW/mm^2
logic_family,adder cells,
fp_util,51.4,%
fin_total_pwr,1.76,mW
yosys.area_share.simple,11.9,%
io_pins,36,
antenna_found_initial,0,
whs_path_depth,1,
port_buffers,35,
track_usage,18.5,%
drt-initial-drc-count,110,
clock_tree.root_cell,clkbuf_8,
end_kind,register,
nFillCells,769,
fin_skew,0.00617,ns
synth_cell_types,36,
drt_pass1_iterations,4,
postRouteAntennaNets,0,
synthAoiAreaFrac,5.45,%
clkSinkCount,81,
cts.path.max_buffers,2,
chipArea,0.00985,mm^2
cts_tree,yes,
ys_seq_share,49.6,%
syn2layout_area_growth,14.3,%
edf_count,64,
syn_inst,371,
antenna_cells,0,
dr_total_vias,2593,
die_w,99.3,um
arrival,4.28,ns
grt_max_degree,39,
core_area,0.00920,mm^2
finalHoldViolCount,0,
outcome,completed,
die_h,99.3,um
drcViolationCount,0,
critPathKind,reg2reg,
min_period_over_period,51.8,%
ys_sh_mux,2.12,%
p_leak,2.27,nW
top_area_share,40.6,%
dpl.cell_count,514,
gr-total-overflow,0,
drive_gt1_share,7.16,%
synth-cells-yosys,371,
clk_latency,0.34,ns
r2r_cells,12,
synth-warning-count,1,
tns,0,ns
cp_max_fo,3,
yosysTopAreaCell,edfxtp_1,
clk_pin_slew,0.08,ns
numCtsBuffers,9,
max_freq,247,MHz
post_drt_wl_per_cell,14.7,um
post_cts_buffers,0,
ys_sh_adder,24.3,%
viasPerCell,4.89,
warnings,25,
hp-class,reg2reg,
setup_viol,0,
rsz0062_at_grt,false,
-- path summary, 6_finish.rpt --
kind / start / endpoint / slack, ns
setup / recovery: p1[5] / out_prod[13] / 3.76
hold / removal: out_valid / out_valid / 0.47
setup reg to reg: p1[5] / out_prod[13] / 3.76
hold reg to reg: out_valid / out_valid / 0.47
max in group asynchronous: reset / out_prod[11] / 5.68
min in group asynchronous: reset / out_prod[8] / 1.72
-- metrics by stage --
step / hold slack, ns / setup WS (ns)
3_5_place_dp: 0.451 / 3.75
5_1_grt: 0.506 / 3.52
6_report: 0.473 / 3.76
4_1_cts: 0.474 / 3.73
3_3_place_gp: 0.449 / 3.76
2_1_floorplan: 0.410 / 2.32
-- kinds of logic (layout without fill, tap and decap cells) --
family | Yosys count | count (layout)
adders and majority gates | 69 | 69
buffers and inverters | 76 | 124
xor gates and xnor gates | 3 | 3
AOI/OAI and AO/OA | 38 | 38
DFF | 81 | 81
muxes | 9 | 9
and+or+nand+nor | 95 | 95
-- layer usage --
metal	GRT usage, %	share of wire, %	routed length (um)	vias up
li1	-	-	-	1312
met1	33.7	50	3920	1223
met2	25.3	43	3320	50
met3	5.79	5.5	428	8
met4	2.38	1.3	104	0
met5	1.03	0	0	-
-- critical path, cell delays in order (launching register included) --
cell and delay, ns:
edfxtp_1 0.33, inv_1 0.05, fa_1 0.52, inv_1 0.05, fa_1 0.51, fa_1 0.49
ha_1 0.31, ha_1 0.24, fa_1 0.43, a211oi_1 0.43, o211ai_1 0.18, a21o_1 0.18
a31o_2 0.22
-- cells in the final DEF, fill, tap and decap left out, types with 7 or more instances in the layout --
master,synthesis,final
o21ai_0,8,8
inv_1,71,71
a21oi_1,7,7
fa_1,38,38
clkbuf_8,0,9
dfrtp_1,17,17
and2_1,64,64
mux2_2,8,8
clkdlybuf4s50_1,0,35
edfxtp_1,64,64
ha_1,31,31
-- power by group --
| group | internal (mW) | switching [mW] | leakage, nW |
|---|---|---|---|
| clock | 0.146 | 0.149 | 0.0913 |
| combinational | 0.427 | 0.475 | 1.43 |
| sequential | 0.535 | 0.0255 | 0.755 |
-- flip-flops by register name (all words and copies together) (netlist names) --
signal / cells
p3: 8
out_prod: 16
out_valid: 1
p4: 8
p5: 8
p6: 8
p8: 8
p1: 8
p7: 8
p2: 8
-- area by class of cell --
type	instances	area [um^2]	area share (%)
clock buffer	10	128	2.36
clock inverter	6	58.8	1.09
inverter	71	267	4.93
timing repair buffer	37	365	6.76
sequential	81	2350	43.4
multi-input combinational	214	2100	38.9
tap	111	139	2.57
Power and IR drop assume default switching activity.
